File: flow/run.sh
#!/bin/bash
# OpenROAD 26Q1-2900-gdf79404cd8, Yosys 0.63+post, stock flow scripts
make -C /OpenROAD-flow-scripts/flow DESIGN_CONFIG=/design/flow/config.mk WORK_HOME=/design/flow/orfs finish
File: flow/constraint.sdc
current_design address_controller_6bit

set clk_period 1.2
set clk_io_pct 0.2

create_clock -name clk0 -period $clk_period [get_ports {clk}]

set non_clock_inputs [all_inputs -no_clocks]
set_input_delay [expr $clk_period * $clk_io_pct] -clock clk0 $non_clock_inputs
set_output_delay [expr $clk_period * $clk_io_pct] -clock clk0 [all_outputs]
File: flow/design.v
module address_controller_6bit #(
    parameter DATA_BW = 8,
    parameter ADDR_SIZE = 6
) (
    input wire clk, rstn, enable,
    output reg [6*8-1 : 0] address_6bit          
);
    wire [2:0] num [0:7];
    assign {num[7], num[6], num[5], num[4], num[3], num[2], num[1], num[0]} = {24'b111_110_101_100_011_010_001_000};
    always @(posedge clk  or negedge rstn) begin
        if(!rstn) begin                                          
            address_6bit[ADDR_SIZE*0 +: ADDR_SIZE] <= {num[0], num[7]};
            address_6bit[ADDR_SIZE*1 +: ADDR_SIZE] <= {num[7], num[6]};
            address_6bit[ADDR_SIZE*2 +: ADDR_SIZE] <= {num[6], num[5]};
            address_6bit[ADDR_SIZE*3 +: ADDR_SIZE] <= {num[5], num[4]};
            address_6bit[ADDR_SIZE*4 +: ADDR_SIZE] <= {num[4], num[3]};
            address_6bit[ADDR_SIZE*5 +: ADDR_SIZE] <= {num[3], num[2]};
            address_6bit[ADDR_SIZE*6 +: ADDR_SIZE] <= {num[2], num[1]};
            address_6bit[ADDR_SIZE*7 +: ADDR_SIZE] <= {num[1], num[0]};
        end
        else if (!enable) begin
            address_6bit <= address_6bit;
        end
        else begin
            address_6bit[6*0 +: 6] <= {address_6bit[6*7 +3 +: 3], num[7]};               
            address_6bit[6*1 +: 6] <= {address_6bit[6*0 +3 +: 3], num[6]};
            address_6bit[6*2 +: 6] <= {address_6bit[6*1 +3 +: 3], num[5]};
            address_6bit[6*3 +: 6] <= {address_6bit[6*2 +3 +: 3], num[4]};
            address_6bit[6*4 +: 6] <= {address_6bit[6*3 +3 +: 3], num[3]};
            address_6bit[6*5 +: 6] <= {address_6bit[6*4 +3 +: 3], num[2]};
            address_6bit[6*6 +: 6] <= {address_6bit[6*5 +3 +: 3], num[1]};
            address_6bit[6*7 +: 6] <= {address_6bit[6*6 +3 +: 3], num[0]};
        end
    end
endmodule
File: flow/config.mk
export PLATFORM = sky130hd
export DESIGN_NAME = address_controller_6bit
export DESIGN_NICKNAME = address_controller_6bit
export VERILOG_FILES = /design/flow/design.v
export SDC_FILE = /design/flow/constraint.sdc
export NUM_CORES = 4
export LEC_CHECK = 1
export CORE_AREA = 10 10 92 92
export DIE_AREA = 0 0 102 102
==> reports/qor.txt <==
Synth warn = 1
Yosys synthesis chip area = 1200 um2
Fin crit share = 97.15%
Post-Syn Instances = 77
WP data arrival = 1320 ps
GRT Total Usage = 4.555%
Via density = 3.221
Syn Std Cell Area = 1200 um2
Peak Freq = 857.8 MHz
R2r worst-path depth = 3
Placement Cell Area = 1523 um2
I/O Buffers = 26
Final Max Slew Viols = 0
Area Growth Syn to Fin = 35.35%
LEAKAGE = 0.8794 nW
DP HPWL = 1.754 mm
Cell with the most instances after synthesis = buf_4
Number of synthesized flops with an enable pin = 0
Biggest register = address_6bit
Critical Path RT = 1360 ps
Cts bufs inserted = 3
Setup slack after layout = 34.24 ps
Largest net degree at the start of global routing = 25
Site Rows = 29
Final hold slack = 313.9 ps
Worst reg2reg setup slack = 190 ps
Setup repair after global routing missed its margin = false
Drt pass-1 iters = 3
Worst Path Max Fanout = 24
Number of remaining DRC errors = 0
Largest register FFs = 24
Post-route ant nets = 0
Initial antenna violation count = 0
Crit path kind = input pin to flop
Avg WL per Cell = 11.77 um
Design area = 1624 um2
Insertion Delay late pin = 270 ps
Max-area cell share = 26.28%
GR Overflow Total = 0
Hold buffer count at cts = 0
Final Hold Viols = 0
Max VDD drop = 0.0005707 V
Pwr dens = 986.4 nW/um2
DRT iter0 DRCs = 7
Yosys cell types = 8
Seq share, synth = 51.30%
Die width = 102 um
Top cells by area = dfstp_2 (26%), dfrtp_1 (25%), mux2_4 (25%)
Via count = 657
TritonCTS clock tree = yes
Worst setup SP type = input pin
Starting density of the core = 18.58%
Async S/R FF share, synth = 100.0%
Clk root buf = clkbuf_8
Clk sinks = 24
First-pass GRT wire length = 3.746 mm
Hold WC Path Type = input pin to asynchronous set/reset pin
Worst slack at placement = -250.0 ps
Log Warnings = 25
RR Endpoint = address_6bit[27]
Core footprint = 6459 um2
GP Congestion = 0.7247
Vias in the first global route = 720
Max_cap viols = 0
Ys flops = 24
Total wire length = 2.402 mm
Min Clock Period, post-route = 1166 ps
Synth top cells by count = buf_4 (24), mux2_4 (20), dfrtp_1 (12), dfstp_2 (12), mux2_2 (4)
Syn Area/Cell = 15.58 um2
Largest registers = address_6bit x24
# diodes = 0
CTS H-Tree Depth = 1
Outcome = finished, final reports clean
Layout Skew = 6.162 ps
Final setup vio count = 0
Die height = 102 um
Reg2reg start = address_6bit[27]
Die area = 10400 um2
Post-synth top flop = dfstp_2
Clk buf depth = 2
# IOs = 51
Setup Total Neg Slack = 0 ps
CP Capture Type = flop
Synth area leader = dfstp_2
Overall Power = 0.001602 W
Cell count listed in synth_stat.txt = 77
Worst-path clk slew = 90 ps
Share of cells above drive strength 1 = 60.63%
-- per-layer routing --
layer / part of all wire (%) / GRT usage, %
met5: 0 / 0
met4: 0.42 / 0.2169
met3: 8.7 / 2.249
met2: 43 / 6.272
met1: 48 / 6.610
-- worst max-delay path by stage --
stage / start / slack [ps] / end
4_1_cts: address_6bit[46] / 3 / address_6bit[46]
5_1_grt: address_6bit[21] / 1 / address_6bit[21]
6_report: enable / 30 / address_6bit[3]
-- cells in the final DEF (no fill, tap or decap) --
cell and count:
clkbuf_8 3, mux2_2 4, dlygate4sd2_1 6, clkdlybuf4s15_1 6, mux2_4 20, buf_4 23, clkdlybuf4s50_1 2, buf_2 12
buf_12 2, conb_1 24, dfrtp_1 12, dfstp_2 12, bufinv_16 1
-- critical path, cell delays in order --
cell             delay (ps)
clkdlybuf4s50_1         500
buf_12                  210
mux2_2                  350
-- per-stage QoR --
step,utilization [%],std cells
6_report,25.15,204
5_1_grt,25.15,204
4_1_cts,24.80,202
3_3_place_gp,23.58,187
2_1_floorplan,-,99
3_5_place_dp,23.58,187
-- cells by family (layout without fill, tap and decap cells) --
group | count (synthesis) | after routing | synth area share [%]
buf+inv | 27 | 55 | 19.29
other cells | 2 | 24 | 0.6259
flops | 24 | 24 | 51.30
mux | 24 | 24 | 28.78
-- power by group --
group,internal [W],switching (W),total (W)
Sequential,0.000810,0,0.000810
Clock,0.000446,0.000272,0.000718
Combinational,0.0000319,0.0000413,0.0000732
Total,0.00129,0.000314,0.00160
-- area by class of cell --
| type | instances | area (um2) |
|---|---|---|
| Fill cell | 675 | 4835 |
| Sequential cell | 24 | 615.6 |
| Multi-Input combinational cell | 48 | 435.4 |
| Timing Repair Buffer | 51 | 405.4 |
| Tap cell | 77 | 96.34 |
| Clock buffer | 3 | 41.29 |
| Clock inverter | 1 | 30.03 |
-- repair_timing --
action                                 in CTS  in global routing
buffers inserted                           11                  2
gates resized                              50                  6
setup endpoints to repair                  24                  6
endpoints found under the hold margin       0                  0
Power is estimated from default activity; no workload was simulated.
