$ cat /design/flow/run.sh
#!/bin/bash
# OpenROAD 26Q1-2900-gdf79404cd8, Yosys 0.63+post, stock flow scripts
make -C /OpenROAD-flow-scripts/flow DESIGN_CONFIG=/design/flow/config.mk WORK_HOME=/design/flow/orfs finish
$ cat /design/flow/config.mk
export PLATFORM = sky130hd
export DESIGN_NAME = counter_8bit_en
export DESIGN_NICKNAME = counter_8bit_en
export VERILOG_FILES = /design/flow/design.v
export SDC_FILE = /design/flow/constraint.sdc
export NUM_CORES = 4
export LEC_CHECK = 1
export CORE_AREA = 10 10 70 70
export DIE_AREA = 0 0 80 80
$ cat /design/flow/constraint.sdc
current_design counter_8bit_en

set clk_period 1.8
set clk_io_pct 0.2

create_clock -name clk0 -period $clk_period [get_ports {clk}]

set non_clock_inputs [all_inputs -no_clocks]
set_input_delay [expr $clk_period * $clk_io_pct] -clock clk0 $non_clock_inputs
set_output_delay [expr $clk_period * $clk_io_pct] -clock clk0 [all_outputs]
$ cat /design/flow/design.v
module counter_8bit_en (
    input wire clk, rstn, enable,
    output reg [6:0] count
);
    always @(posedge clk or negedge rstn) begin
        if (!rstn) begin
            count <= 8'b1111_1111;  
        end
        else if (!enable) begin
            count <= 8'b1111_1111;  
        end
        else begin
            count <= count + 1'b1;  
        end
    end
endmodule
==> impl_metrics.tcl <==
# yosys + openroad results
set metrics [dict create \
    status "finished clean" \
    synth.avg_cell_area_um2 11.08 \
    worstSetupEndpointType "output pin" \
    cts_made_buffers 3 \
    skew_ns 0.009424 \
    regArea_um2 183.9 \
    hold_class "flip-flop to flip-flop" \
    ys_seq_elements 7 \
    post_cts_resized 0 \
    coreArea_mm2 0.003416 \
    hold_slack_ns 0.4674 \
    path_buffers 1 \
    wl_per_cell_um 8.384 \
    topCellsByArea "dfstp_2 (62%), nand2_1 (7.5%), nand3b_1 (7.5%)" \
    cp.required_ns 1.44 \
    row_count 21 \
    antenna_cells 0 \
    p_per_area_mw_per_mm2 1052 \
    hold_viol 0 \
    dpl.hpwl_um 579.3 \
    portBuffers 9 \
    grt_overflow 0 \
    gr-usage-all-layers_pct 2.535 \
    ys_cells 27 \
    antenna_found_initial 0 \
    layout_top_cells "clkdlybuf4s50_1 (9), dfstp_2 (7), nand2_1 (6)" \
    fp-utilization_pct 8.755 \
    tns_ns 0 \
    logic_area_um2 115.1 \
    synth_area_um2 299.0 \
    finalWirelength_um 721 \
    critPathArrivalTime_ns 1.30 \
    clk_latency_ns 0.26 \
    postCtsSetupBuffers 0 \
    crit_cells 1 \
    tightestPinTransition_ns 0.3109 \
    reg2reg_depth 4 \
    layout_top_cell "clkdlybuf4s50_1" \
    fin_ws_ns 0.1359 \
    post-route-min-period_ns 1.664 \
    relSlewSlack_pct 79.21 \
    n_fill_cell 388 \
    cts_max_level 1 \
    grt_start_max_net_pins 8 \
    rsz0062_at_grt "no" \
    cts_tree "done" \
    reg.largest.list "count: 7 flops" \
    via_count 241 \
    dieHeight_um 80 \
    cp_max_fo 4 \
    pre_cts_slack_ns 0.3913 \
    largest_reg_flops 7 \
    ys_chip_area_um2 299.0 \
    slowest_delay_ns 0.56 \
    crit_type "flip-flop to output pin" \
    yosys_warnings 1 \
    warning_count 25 \
    total_power_w 0.0004977 \
    clock-sinks 7 \
    top_area_cell "dfstp_2" \
    leakage_nw 0.1771 \
    maxSlewViolCount 0 \
    firstDrtPassIters 3 \
    synth.top_cell.area_share_pct 61.51 \
    postRouteAntennaNets 0 \
    holdPathStages 1 \
    top_register "count" \
    syn2layout_area_growth_pct 58.16 \
    clockBufferDepth 2 \
    post-route-period-util_pct 92.45 \
    dieArea_mm2 0.006400 \
    clk_pin_slew_ns 0.05 \
    slowest_stage "dfstp_2" \
    path_delay_family "flip-flops" \
    drtIter0Drc 6 \
    drcViolationCount 0 \
    hold_buffers 0 \
    synthCells 27 \
    place_congestion 0.7256 \
    finalSetupViolations 0 \
    ios 10 \
    cp_cell_sequence "clkdlybuf4s50_1" \
    root_buffer "clkbuf_4" \
    die_x_um 80 \
    peakVddDrop_mv 0.2934 \
    grt_pass1_wl_um 1173 \
    grt_pass1_vias 244 \
    synth.distinct_cells 11 \
    drive_gt1_share_pct 25.00 \
    routed_via_density 2.802 \
    cap_violations 0 \
    clock.fmax_mhz 600.9 \
    ys_seq_share_pct 61.51 \
    cp-start-kind "flip-flop" \
]
## final timing paths
path	end	slack, ns	startpoint
hold reg to reg	count[0]$_DFF_PN1_	0.47	count[0]$_DFF_PN1_
max in group asynchronous	count[1]$_DFF_PN1_	1.15	rstn
setup / recovery	count[2]	0.14	count[2]$_DFF_PN1_
setup reg to reg	count[6]$_DFF_PN1_	0.57	count[0]$_DFF_PN1_
min in group asynchronous	count[6]$_DFF_PN1_	0.61	rstn
hold / removal	count[0]$_DFF_PN1_	0.47	count[0]$_DFF_PN1_
## worst register-to-register path, cell delays in order, from the launching register on
cell      delay (ns)
dfstp_2         0.55
ha_1            0.19
nand3_1         0.14
o21ai_0         0.19
nand3b_1        0.09
## per-layer routing
metal	vias to the layer above	wire [um]	track usage, %
met5	-	0	0
met4	0	0	0
met3	0	238	4.205
met2	13	174	2.247
met1	111	308	2.963
li1	117	-	-
## power breakdown
part / leakage [nW] / switching, W / total, W / internal [W]
Sequential: 0.0738 / 0.0000254 / 0.000229 / 0.000203
Combinational: 0.0884 / 0.0000461 / 0.000122 / 0.0000759
Clock: 0.0150 / 0.0000622 / 0.000147 / 0.0000849
## stage by stage
stage	instance area (um^2)	utilization, %	instances
3_3_place_gp	446.7	13.08	82
6_report	473.0	13.85	86
3_5_place_dp	446.7	13.08	82
4_1_cts	473.0	13.85	86
2_1_floorplan	299.0	-	27
5_1_grt	473.0	13.85	86
## logic make-up (layout without fill, tap and decap cells)
kind of cell             Yosys count  count (layout)  synth area share, %
AND-OR/OR-AND                      2               2                3.347
XOR/XNOR                           2               2                5.859
adder cells (fa/ha/maj)            1               1                4.183
buffers and inverters              0              13                    0
flip-flops                         7               7                61.51
AND/OR/NAND/NOR                   15              15                25.10
## Yosys cell counts
master,n
nand3_1,2
nand2_1,6
nand2b_1,1
xor2_1,1
xnor2_1,1
o21ai_0,2
dfstp_2,7
nor3_1,2
ha_1,1
nor2_1,1
nand3b_1,3
## cell type report
type,count,share of cell area (%)
Timing Repair Buffer,9,19.05
Tap cell,46,12.17
Clock buffer,4,5.556
Multi-Input combinational cell,20,24.34
Sequential cell,7,38.89
Power is estimated from default activity; no workload was simulated.
