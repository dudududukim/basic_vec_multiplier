===== design/flow/config.mk =====
export PLATFORM = sky130hd
export DESIGN_NAME = CTRL_data_setup
export DESIGN_NICKNAME = CTRL_data_setup
export VERILOG_FILES = /design/flow/design.v
export SDC_FILE = /design/flow/constraint.sdc
export NUM_CORES = 4
export LEC_CHECK = 1
export CORE_UTILIZATION = 40

===== design/flow/constraint.sdc =====
current_design CTRL_data_setup

set clk_period 1.0
set clk_io_pct 0.2

create_clock -name clk0 -period $clk_period [get_ports {clk}]

set non_clock_inputs [all_inputs -no_clocks]
set_input_delay [expr $clk_period * $clk_io_pct] -clock clk0 $non_clock_inputs
set_output_delay [expr $clk_period * $clk_io_pct] -clock clk0 [all_outputs]

===== design/flow/design.v =====
module dff #(
    parameter WIDTH = 8
) (
    input wire clk,
    input wire rstn,
    input wire [WIDTH-1:0] d,
    output reg [WIDTH-1:0] q
);
    always @(posedge clk or negedge rstn) begin
        if (!rstn)
            q <= 0;
        else
            q <= d;
    end
endmodule
module CTRL_data_setup #(
    parameter DATA_BW = 8,
    parameter MATRIX_SIZE = 8
) (
    input wire clk, rstn,
    input wire [DATA_BW*MATRIX_SIZE  -1 : 0] data_in,
    output wire [DATA_BW*MATRIX_SIZE -1 : 0] data_setup
);
    assign data_setup[DATA_BW*7 +: DATA_BW] = data_in[DATA_BW*7 +: DATA_BW];
    genvar i, j;
    generate
        for (i = 0; i <= 6; i = i + 1) begin : dff_gen
            wire [DATA_BW-1:0] temp_dff [0:(7-i)-1];
            dff #(.WIDTH(DATA_BW)) dff_first (
                .clk(clk),
                .rstn(rstn),
                .d(data_in[DATA_BW*i +: DATA_BW]),
                .q(temp_dff[0])
            );
            for (j = 1; j < (7 - i); j = j + 1) begin : dff_chain
                dff #(.WIDTH(DATA_BW)) dff_stage (
                    .clk(clk),
                    .rstn(rstn),
                    .d(temp_dff[j-1]),
                    .q(temp_dff[j])
                );
            end
            assign data_setup[DATA_BW * i +: DATA_BW] = temp_dff[(7-i)-1];
        end
    endgenerate
endmodule

===== design/flow/run.sh =====
#!/bin/bash
# OpenROAD 26Q1-2900-gdf79404cd8, Yosys 0.63+post, stock flow scripts
make -C /OpenROAD-flow-scripts/flow DESIGN_CONFIG=/design/flow/config.mk WORK_HOME=/design/flow/orfs finish

==> GITHUB_STEP_SUMMARY <==
### Metrics collected by this job

| Metric | Value |
|---|---|
| Status | finished, violations left |
| Failing checks | negative setup slack |
| Syn Area/Cell | 24.4 um2 |
| Post-synth seq share | 98.9% |
| WP data required | approximately 0.80 ns |
| FP Rows | around 43 |
| Area leader share | a little over nine tenths |
| Worst Hold Launch | data_in[23] |
| Core area | 13800 um2 |
| Slowest CP cell | dfrtp_1 |
| Count of final setup violators | around 56 |
| Critical-path cell list | buf_2 |
| Count of different cell masters after synthesis | 2 |
| Final TNS setup | -7.81 ns |
| Final worst path period need | 1.18 ns |
| Reg-to-reg startpoint | dff_gen[3].dff_chain[2].dff_stage.q[7] |
| Layout area overhead | 32.2% |
| Vias in the first global route | about 2.3k |
| R2R setup slack | 0.51 ns |
| CTS tree | done |
| Synth Cell Area | around 5700 um2 |
| Hold_ws | 0.154 ns |
| First-pass GRT wire length | roughly 11000 um |
| Period utilization | 118% |
| Synth mux share | 0% |
| H-Tree Depth | 1 |
| Worst R2R End | dff_gen[3].dff_chain[3].dff_stage.q[7] |
| Synth area leader | dfrtp_1 |
| Comb gates | 0 |
| Total die size | roughly 15000 um2 |
| CP top delay family | flip-flops |
| # DRC | 0 |
| Reg2reg path depth | 0 |
| OpenROAD warnings | 27 |
| Crit path launch type | register |
| Yosys warns | 2 |
| Detailed Place HPWL | 3820 um |
| Inserted Clock Buffers | 22 |
| RD Place Congestion | between 0.6 and 0.7 |
| Synth flops | 224 |
| Final Slew Violations | 0 |
| Static Leakage | 3.45 nW |
| Share of cells above drive strength 1 | 24.9% |
| Placement Cell Area | approximately 7000 um2 |
| Final worst slack | -0.181 ns |
| Post-placement cell count | 523 |
| PortBufs | ~110 |
| CP arrival | 0.98 ns |
| Top non-seq family | buffers and inverters |
| Most area-consuming cells after synthesis | dfrtp_1, buf_4 |
| Dominant logic cell types in the final layout | dfrtp_1, clkdlybuf4s50_1, buf_2, clkbuf_16, clkbuf_8 |
| Drt total wl | 6750 um |
| # fillers | approximately 1.1k |
| Worst vdd ir | 1.61 mV |
| RSZ-0062 raised after global routing | true |
| Die width | 121 um |
| Drt pass-1 iters | 4 |
| Pwr/cell area | approximately 2400 nW/um2 |
| Initial DRC count | between 50 and 60 |
| CTS Buffer Depth | 3 |
| Max-cap violations | 0 |
| CP bufs+invs | 1 |
| Fin Clk Skew | between 0.009 and 0.01 ns |
| Slew HR | around four fifths |
| Hold crit path type | input pin to register |
| Mapped Cells | roughly 230 |
| Post-route insts no fill | about 560 |
| Worst setup EP type | primary output |
| Num ports | approximately 130 |
| Final ANT Viol Nets | 0 |
| Adder share | 0% |
| Endpoints failing hold | 0 |
| Clock Latency Late Sink | between 0.4 and 0.5 ns |
| YS chip area | about 5700 um2 |
| Grt ovf | 0 |
| DR vias/cell | ~4 |
| Worst-Margin Slew | between 0.2 and 0.3 ns |
| Worst Hold End | dff_gen[2].dff_first.q[7] |
| Core utilization at floorplan | between 40% and 50% |
| Post-Synth AOI/OAI Area | 0% |
| Crit-path max cell delay | 0.39 ns |
| XOR/XNOR Area Share | 0% |
| Number of cells in Yosys stat | about 230 |
| Vias | around 2.2k |
| Design Area, Final | around 7500 um2 |
| Hold Path Stages | 1 |
| Clock slew at reported path FFs | around 0.06 ns |
| Largest net degree at the start of global routing | roughly 52 |
| Simple Share, Synth | 0% |
| Routed WL per cell | roughly 12 um |
| Die Ht | 121 um |
| N_diodes | 0 |
| Initial antenna violation count | 0 |
| Clock sink count | about 220 |
| Worst Path Class, Setup | register to primary output |
| Tot GR Track Use | 10.4% |
| Clk root buf | clkbuf_16 |
| Logic area | 0 um2 |
| Fmax achieved | 847 MHz |
| Most numerous logic cell after layout | dfrtp_1 |
| Crit-path max FO | 1 |
## logic make-up (layout without fill, tap and decap cells)
family,count (synthesis),count (layout)
flip-flops,224,224
buffers and inverters,8,157
## how the worst max path moves through the flow
stage	cells after the start	slack, ns	start	end
final	1	-0.18	dff_gen[1].dff_chain[5].dff_stage.q[6]	data_setup[14]
after global routing	1	-0.22	dff_gen[1].dff_chain[5].dff_stage.q[6]	data_setup[14]
after CTS	1	-0.20	dff_gen[1].dff_chain[5].dff_stage.q[3]	data_setup[11]
## metal layers
metal  GRT usage [%]  wire length (um)  share of wire [%]
met1            16.9              2790                 41
met2            14.5              3140                 47
met3            3.21               640                9.5
met4            3.16               174                2.6
met5               0                 0                  0
## cells in the mapped netlist, drive strengths merged
| cell type | number |
|---|---|
| dfrtp | 224 |
| buf | 8 |
## flip-flops by register name (all words and copies together), names as in the netlist
register,count
dff_gen.dff_chain.dff_stage.q,168
dff_gen.dff_first.q,56
## area by class of cell
type	instances	area (um2)	area share (%)
clock buffers	34	677	9.04
clock inverters	3	21.3	0.284
flip-flops and latches	224	5610	74.8
well taps	180	225	3.01
repair buffers	120	961	12.8
## what timing repair did
item	CTS	global route
setup endpoints to repair	56	56
hold buffers	1	0
buffers inserted	0	0
hold endpoints to repair	224	0
resized	169	0
## power breakdown
group	switching [mW]	total, mW	internal [mW]
logic	0.208	0.512	0.304
clock network	2.99	7.62	4.63
registers	0.107	9.63	9.52
## through the flow
stage / power [mW] / worst slack [ns] / util (%)
after floorplan: 9.75 / 0.488 / -
after global placement: 10.4 / 0.0000608 / 51.1
after detailed placement: 10.4 / -0.0104 / 51.1
after CTS: 18.1 / -0.204 / 54.2
after global routing: 18.6 / -0.224 / 54.2
final: 17.8 / -0.181 / 54.2
Power and IR drop assume default switching activity.
